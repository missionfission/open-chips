==> /design/flow/design.v <==
module input_interface (
    input clk,                        
    input rst,                        
    input [7:0] data_in,              
    input valid_in,                   
    output reg [52:0] cell_out,       
    output reg cell_valid             
);
    reg [52:0] buffer;                
    reg [5:0] byte_count;             
    always @(posedge clk or posedge rst) begin
        if (rst) begin
            buffer <= 0;
            byte_count <= 0;
            cell_valid <= 0;
        end else if (valid_in) begin
            buffer <= {buffer[44:0], data_in};  
            byte_count <= byte_count + 1;
            if (byte_count == 52) begin
                cell_out <= buffer;
                cell_valid <= 1;
                byte_count <= 0;
            end else begin
                cell_valid <= 0;
            end
        end
    end
endmodule
==> /design/flow/run.sh <==
#!/bin/bash
# OpenROAD 26Q1-2900-gdf79404cd8, Yosys 0.63+post, stock flow scripts
make -C /OpenROAD-flow-scripts/flow DESIGN_CONFIG=/design/flow/config.mk WORK_HOME=/design/flow/orfs finish
==> /design/flow/config.mk <==
export PLATFORM = sky130hd
export DESIGN_NAME = input_interface
export DESIGN_NICKNAME = input_interface
export VERILOG_FILES = /design/flow/design.v
export SDC_FILE = /design/flow/constraint.sdc
export NUM_CORES = 4
export LEC_CHECK = 1
export CORE_UTILIZATION = 30
==> /design/flow/constraint.sdc <==
current_design input_interface

set clk_period 4.3
set clk_io_pct 0.2

create_clock -name clk0 -period $clk_period [get_ports {clk}]

set non_clock_inputs [all_inputs -no_clocks]
set_input_delay [expr $clk_period * $clk_io_pct] -clock clk0 $non_clock_inputs
set_output_delay [expr $clk_period * $clk_io_pct] -clock clk0 [all_outputs]
==> notes.md <==
• **result of the run** finished clean
• **Syn Std Cell Area** 3910 µm²
• **via count** 1934
• **count of cells resized by post-cts repair** 0
• **cell with the largest stage delay on the worst path** sky130_fd_sc_hd__and2_2
• **chip area in the Yosys report** 3910 µm²
• **level count of the clock H-tree** 4
• **share of synthesized cell area in full adder, half adder and majority cells** 0.639%
• **GRT overflow** 0
• **die x size** 116 µm
• **net switching power** 0.691 mW
• **total detailed-routing wirelength** 6290 µm
• **# rows** 41
• **clock-pin slew of the registers on the worst-case setup and hold paths** 50 ps
• **synthesized instance count** 200
• **die span in y** 116 µm
• **worst slack, placed** 1250 ps
• **multi-input gate area in the final layout** 757 µm²
• **Final TNS setup** 0 ps
• **sw frac** 22.1%
• **number of antenna violations at the first check in global routing** 0
• **Root Buffer Master** sky130_fd_sc_hd__clkbuf_16
• **sequential cell area** 3090 µm²
• **clock network power share** 47.4%
• **worst min path class** flop to flop
• **peak supply drop** 0.245 mV
• **main logic family after synthesis** multiplexers
• **cells in synth_stat.txt** 200
• **pin count of the biggest net entering global routing** 61
• **DRC errors left** 0
• **power share of the combinational group** 7.0%
• **CTS max path bufs** 2
• **count of warnings emitted by yosys** 1
• **setup bufs post-CTS** 0
• **via count of the first global-routing pass** 1920
• **TritonCTS clock tree** yes
• **maximum clock frequency** 0.389 GHz
• **power share of the sequential group** 45.6%
• **hold buffer count at CTS** 0
• **count of port buffers added during placement** 64
• **routability congestion estimate from global placement** 0.698
• **detailed-routing iteration count for the pre-antenna-repair pass** 4
• **slack of the worst reg-to-reg path** 1790 ps
• **measured slew at the worst slew-check pin** 785 ps
• **CP Cell Sequence** buf_2, nand4_1, nor3b_2, and2_2, buf_4
• **most numerous logic cell after layout** sky130_fd_sc_hd__clkdlybuf4s50_1
• **CP bufs+invs** 2
• **sort of element at the start of the critical path** input pin
• **Static Leakage** 2.06 nW
• **per-cell routed wire length** 13.5 µm
• **data arrival time of the worst path** 2640 ps
• **global-route wire length before repair** 10300 µm
• **crit path max fanout** 31
• **simple-gate portion of the synthesized area** 1.95%
• **Vias per Instance** 4.17
• **CTS buffer count** 17
• **synthesized area per cell** 19.6 µm²
• **overall track demand over capacity in global routing** 10.5%
• **fraction of synthesized area in multiplexers** 15.2%
• **most instantiated logic cells after routing** sky130_fd_sc_hd__clkdlybuf4s50_1, sky130_fd_sc_hd__dfrtp_1, sky130_fd_sc_hd__mux2_2, sky130_fd_sc_hd__edfxtp_1, sky130_fd_sc_hd__clkbuf_16
• **headroom to the max-slew limit** 47.7%
• **Worst setup EP type** flop
• **sum of net half-perimeters after detailed placement** 3740 µm
• **clock tree skew after final layout** 8.18 ps
• **number of slew-limit violations in the final report** 0
• **part of the cycle the worst path needs** 59.7%
• **antenna-violating nets left** 0
• **number of setup violations in the final report** 0
• **Seq cells post-synth** 113
• **compound-cell area share of the yosys netlist** 0.575%
• **filler cell count** 1097
• **post-layout worst setup margin** 1730 ps
• **area delta synth->final** 37.5%
• **Internal** 2.44 mW
• **proportion of synthesized chip area in sequential cells** 79.0%
• **Max-cap violations** 0
• **xor and xnor fraction of the mapped netlist area** 0.895%
• **clock latency on the worst-skew pair** 400 ps
• **total tool warning count** 26
• **final-report hold violation count** 0
• **unrepaired setup endpoints after global routing** false
• **Top Family by Delay on Critical Path** simple AND/OR/NAND/NOR gates
• **layout cell share with drive strength beyond 1** 31.8%
• **Floorplan Core Area** 12700 µm²
• **violation count after the first detailed-route iteration** 134
• **CP required** 4370 ps
• **number of antenna cells inserted** 0
• **number of distinct standard cells referenced by the synthesized netlist** 20
• **Die Footprint** 13500 µm²
• **WS Path Type** input pin to flop
• **power density of the placed cells** 582 nW/µm²
• **floorplan core density** 30.9%
• **minimum clock period** 2570 ps
• **overall power** 3.13 mW
• **slowest stage delay, CP** 730 ps
• **count of clock tree sinks** 113
• **I/O pin cnt** 65
[kinds of logic after synthesis]
family,count (synthesis)
compound gates,4
xor+xnor,4
fa+ha+maj,2
buf+inv,11
flops,113
mux,53
simple gates,13
[stage by stage]
| step | utilization [%] | instance area (µm²) | hold slack, ps | cells |
|---|---|---|---|---|
| 5_1_grt | 42.5 | 5380 | 452 | 464 |
| 4_1_cts | 42.5 | 5380 | 444 | 464 |
| 3_5_place_dp | 37.4 | 4740 | 431 | 432 |
| 2_1_floorplan | - | 3910 | 421 | 200 |
| 3_3_place_gp | 37.4 | 4740 | 434 | 432 |
| 6_report | 42.5 | 5380 | 442 | 464 |
[flip-flops by register name, indices dropped and copies added (netlist names)]
name / count
buffer: 53
cell_out: 53
byte_count: 6
cell_valid: 1
[final cells by class]
class	count	area share (%)
timing repair buffer	67	12.2
clock buffer	18	8.16
multi-input combinational	76	14.1
clock inverter	14	3.79
inverter	4	0.279
sequential	113	57.5
tap	172	4.00
[power groups by stage]
stage	logic, mW	clock network [mW]	registers, mW
after CTS	0.224	1.51	1.43
final	0.219	1.48	1.43
after global routing	0.245	1.56	1.45
[path summary, 6_finish.rpt]
path,startpoint,end,cells after the start
max,valid_in,cell_out[31],5
min,buffer[47],cell_out[47],0
max reg2reg,byte_count[0],cell_out[31],5
min reg2reg,buffer[47],cell_out[47],0
max in group asynchronous,rst,buffer[40],3
min in group asynchronous,rst,buffer[51],3
[Yosys cell counts]
cell type | instances | share of area [%]
sky130_fd_sc_hd__mux2_2 | 53 | 15
sky130_fd_sc_hd__nand4_1 | 2 | 0.32
sky130_fd_sc_hd__xnor2_1 | 1 | 0.22
sky130_fd_sc_hd__inv_1 | 4 | 0.38
sky130_fd_sc_hd__o21ai_0 | 2 | 0.26
sky130_fd_sc_hd__buf_6 | 2 | 0.58
sky130_fd_sc_hd__ha_1 | 2 | 0.64
sky130_fd_sc_hd__nor2_1 | 4 | 0.38
sky130_fd_sc_hd__nor3b_2 | 1 | 0.32
sky130_fd_sc_hd__or3_1 | 1 | 0.16
sky130_fd_sc_hd__a21o_1 | 1 | 0.19
sky130_fd_sc_hd__a21oi_1 | 1 | 0.13
sky130_fd_sc_hd__xor2_1 | 3 | 0.67
sky130_fd_sc_hd__dfrtp_1 | 60 | 38
sky130_fd_sc_hd__nand4_2 | 1 | 0.32
sky130_fd_sc_hd__and2_1 | 1 | 0.16
sky130_fd_sc_hd__buf_2 | 4 | 0.51
sky130_fd_sc_hd__edfxtp_1 | 53 | 41
sky130_fd_sc_hd__buf_4 | 1 | 0.19
sky130_fd_sc_hd__nand2_1 | 3 | 0.29
[layer usage]
metal / routed length, µm / GRT usage (%) / part of all wire (%)
met1: 3130 / 18.0 / 50
met2: 2630 / 13.4 / 42
met3: 420 / 4.07 / 6.7
met4: 98 / 1.71 / 1.6
met5: 0 / 0 / 0
Power and IR drop assume default switching activity.
