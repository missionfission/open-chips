<file path="/design/flow/config.mk">
export PLATFORM = sky130hd
export DESIGN_NAME = copy_engine
export DESIGN_NICKNAME = copy_engine
export VERILOG_FILES = /design/flow/design.v
export SDC_FILE = /design/flow/constraint.sdc
export NUM_CORES = 4
export LEC_CHECK = 1
export CORE_UTILIZATION = 40
</file>
<file path="/design/flow/constraint.sdc">
current_design copy_engine

set clk_period 18.0
set clk_io_pct 0.2

create_clock -name clk0 -period $clk_period [get_ports {clk}]

set non_clock_inputs [all_inputs -no_clocks]
set_input_delay [expr $clk_period * $clk_io_pct] -clock clk0 $non_clock_inputs
set_output_delay [expr $clk_period * $clk_io_pct] -clock clk0 [all_outputs]
</file>
<file path="/design/flow/design.v">
module copy_engine (
    input wire clk,
    input wire rst,
    input wire start,                
    input wire [31:0] src_addr,      
    input wire [31:0] dst_addr,      
    input wire [15:0] length,        
    output reg done,                 
    output reg [31:0] mem_read_addr,
    input wire [31:0] mem_read_data,
    output reg mem_read_en,
    output reg [31:0] mem_write_addr,
    output reg [31:0] mem_write_data,
    output reg mem_write_en
);
    reg [31:0] src_ptr, dst_ptr;
    reg [15:0] count;
    typedef enum reg [1:0] {IDLE, READ, WRITE, DONE} state_t;
    state_t state;
    always @(posedge clk or posedge rst) begin
        if (rst) begin
            state <= IDLE;
            done <= 0;
            mem_read_en <= 0;
            mem_write_en <= 0;
        end else begin
            case (state)
                IDLE: begin
                    if (start) begin
                        src_ptr <= src_addr;
                        dst_ptr <= dst_addr;
                        count <= length;
                        state <= READ;
                    end
                end
                READ: begin
                    mem_read_addr <= src_ptr;
                    mem_read_en <= 1;
                    state <= WRITE;
                end
                WRITE: begin
                    mem_write_addr <= dst_ptr;
                    mem_write_data <= mem_read_data;   
                    mem_write_en <= 1;
                    src_ptr <= src_ptr + 4;
                    dst_ptr <= dst_ptr + 4;
                    count <= count - 1;
                    if (count == 1) begin
                        state <= DONE;
                    end else begin
                        state <= READ;
                    end
                end
                DONE: begin
                    done <= 1;
                    mem_read_en <= 0;
                    mem_write_en <= 0;
                    state <= IDLE;
                end
            endcase
        end
    end
endmodule
</file>
<file path="/design/flow/run.sh">
#!/bin/bash
# OpenROAD 26Q1-2900-gdf79404cd8, Yosys 0.63+post, stock flow scripts
make -C /OpenROAD-flow-scripts/flow DESIGN_CONFIG=/design/flow/config.mk WORK_HOME=/design/flow/orfs finish
</file>
==> impl_metrics.yaml <==
# generated from flow reports
place:
  place.gp.congestion: 0.837
  numPortBuffers: 213
  hpwl_um: 12300
routing:
  drt_iter0_drc: 354
  via_per_inst: 5.22
  vias: 5649
  antenna_cells: 0
  first_pass_iters: 5
  drc_errors: 0
  ant_nets: 0
  wl_per_cell_um: 16.3
  routed_wl_um: 17700
pwr:
  leakage_uw: 0.00356
  ir_worst_vdd_v: 0.0000643
  p_per_area_nw_per_um2: 80.7
synth:
  ys_types: 42
  synthTopCellsByArea: "edfxtp_1, nor2_1, a31oi_1, or4_1, a21oi_1"
  ys_seq_share: 0.695
  synthCells: 602
  top_cell_area_share: 0.673
  ys_ff: 183
  yosys-stat-area_sq_um: 7860
  async_flop_share: 0.0383
  yosys-top-cells-count: "edfxtp_1, nor2_1, a21oi_1, a31oi_1, nand2_1"
  synth_area_sq_um: 7860
  synth.most_common_cell: "edfxtp_1"
  yosysWarnings: 1
  ff_type: "edfxtp_1"
  avgSynthCellArea_sq_um: 13.1
  edf_count: 176
  yosys_cells: 602
  yosys.area.top_type: "edfxtp_1"
cts:
  cts_buffers: 17
  cts_setup_buffers: 0
  clk_latency_ns: 0.42
  cts_tree: "done"
  ctsHoldBuffers: 0
  clock_sink_count: 183
  path_clk_slew_ns: 0.06
  cts_resized: 0
  clock_path_buffers: 2
  cts_max_level: 4
  clockRootBuffer: "clkbuf_16"
hold_path:
  hold_class: "flip-flop to flip-flop"
die:
  die_w_um: 142
  die_area_sq_um: 20200
  coreArea_sq_um: 19000
  fp_util: 0.415
  ioPinCount: 214
  die_h_um: 142
  rows: 50
setup_path:
  path_buffers: 2
  cp_top_family: "buffers and inverters"
  start_kind: "input pin"
  slowest_stage: "nor2_4"
  path_max_fanout: 43
  slowest_delay_ns: 0.60
  critPathCaptureType: "flip-flop"
  critPathKind: "input pin to flip-flop"
  cp_cell_sequence: "clkdlybuf4s50_1, nor2_4, buf_4"
  crit_arrival_ns: 5.40
  cp.required_ns: 18.06
layout:
  syn2layout_area_growth_pct: 38.5
  fillCellCount: 1470
  drive_above_1_share: 0.0644
final_timing:
  slew_viol_final: 0
  relSlewSlack: 0.407
  fin_worst_skew_ns: 0.0109
  setup_tns_ns: 0
  rsz0062_at_grt: "false"
  tightest_slew_ns: 0.888
  min_period_ns: 5.34
  hold_viol: 0
  hold-worst-slack_ns: 0.420
  setup_violations: 0
  fmax_mhz: 187
  post-route-period-util: 0.297
global_routing:
  grt_max_degree: 87
  track_usage: 0.188
  antenna_found_initial: 0
  gr-total-overflow: 0
  grt_pass1_vias: 5331
  grt_pass1_wl_um: 27500
flow_run:
  drv_cap: 0
  warnings: 26
run_status:
  status: "completed"
metal layers:
metal,share of wire,wire length (um),GRT usage
met5,0,0,0
met4,0.017,301,0.0300
met3,0.083,1460,0.0552
met2,0.47,8350,0.281
met1,0.43,7590,0.302
power by group:
| part | leakage, uW | internal [uW] | switching [uW] |
|---|---|---|---|
| sequential | 0.00167 | 463 | 0 |
| clock | 0.000297 | 211 | 169 |
| combinational | 0.00159 | 25.6 | 9.46 |
| total | 0.00356 | 700 | 179 |
final cells by class:
class                   instances  area, sq um  share of cell area
clock buffers                  17          425              0.0391
clock inverters                15          179              0.0164
inverters                      14         52.6             0.00483
multi-input cells             373         2250               0.206
flip-flops and latches        183         5470               0.502
well taps                     260          325              0.0299
repair buffers                221         2190               0.201
registers in the layout, indices dropped and copies added (netlist names):
signal	count
mem_write_en	1
mem_write_addr	32
mem_read_en	1
count	16
dst_ptr	32
mem_write_data	32
mem_read_addr	32
done	1
src_ptr	32
state	4
worst paths after layout:
path / start / to / slack, ns / cells after the start
worst max register to register: src_ptr[2] / src_ptr[28] / 15.45 / 5
worst min-delay path: src_ptr[0] / mem_read_addr[0] / 0.42 / 0
worst min register to register: src_ptr[0] / mem_read_addr[0] / 0.42 / 0
max in group asynchronous: rst / state[0] / 14.03 / 2
worst max-delay path: rst / mem_write_addr[0] / 12.66 / 3
min in group asynchronous: rst / state[2] / 3.70 / 2
cells by family (layout without fill, tap and decap cells):
family                     count (synthesis)  in the layout  synth area share
xor gates and xnor gates                  34             34            0.0379
muxes                                      4              4           0.00573
and+or+nand+nor                          220            220             0.146
buffers and inverters                     46            267            0.0225
AOI/OAI and AO/OA                        111            111            0.0865
adders and majority gates                  4              4           0.00637
DFF                                      183            183             0.695
placed cells by master, fill, tap and decap left out, types with 2 or more instances in the layout:
cell type / Yosys / final
mux2_2: 4 / 4
o211ai_1: 2 / 2
inv_8: 0 / 4
clkinv_4: 0 / 2
nor2b_1: 5 / 4
nand4_1: 16 / 16
o21ai_0: 13 / 13
o311ai_0: 2 / 2
nor4_1: 3 / 3
dfrtp_1: 6 / 5
buf_4: 0 / 8
clkdlybuf4s50_1: 0 / 213
nor3_1: 8 / 8
clkbuf_16: 0 / 17
and3_1: 6 / 6
xor2_1: 18 / 18
inv_6: 0 / 5
nor2_1: 80 / 79
a31oi_1: 34 / 34
o31ai_1: 22 / 22
nand2b_1: 3 / 3
xnor2_1: 16 / 16
bufinv_16: 0 / 2
or4_1: 26 / 26
ha_1: 4 / 4
nand2_1: 28 / 28
or3_1: 10 / 10
nand3_1: 20 / 20
and4_1: 6 / 6
edfxtp_1: 176 / 176
a21oi_1: 34 / 33
inv_1: 14 / 14
per-stage QoR:
step | worst slack [ns] | cells | power [uW] | util | area [sq um]
after floorplan | 10.12 | 602 | 480 | - | 7860
after global placement | 12.25 | 1051 | 508 | 0.542 | 10300
after detailed placement | 12.21 | 1051 | 508 | 0.542 | 10300
after CTS | 12.66 | 1083 | 886 | 0.574 | 10900
after global routing | 12.58 | 1083 | 908 | 0.574 | 10900
final | 12.66 | 1083 | 878 | 0.574 | 10900
worst reg2reg max path: stages (launching register included):
cell and delay (ns):
edfxtp_1 0.45, ha_1 0.22, nand3_1 0.25, or4_1 0.75, or4_1 0.56, a31oi_1 0.17
Power figures rest on the tool's default switching activity, not on a simulated workload.
