### design/flow/run.sh
#!/bin/bash
# OpenROAD 26Q1-2900-gdf79404cd8, Yosys 0.63+post, stock flow scripts
make -C /OpenROAD-flow-scripts/flow DESIGN_CONFIG=/design/flow/config.mk WORK_HOME=/design/flow/orfs finish
### design/flow/config.mk
export PLATFORM = sky130hd
export DESIGN_NAME = output_interface
export DESIGN_NICKNAME = output_interface
export VERILOG_FILES = /design/flow/design.v
export SDC_FILE = /design/flow/constraint.sdc
export NUM_CORES = 4
export LEC_CHECK = 1
export CORE_UTILIZATION = 30
### design/flow/constraint.sdc
current_design output_interface

set clk_period 2.7
set clk_io_pct 0.2

create_clock -name clk0 -period $clk_period [get_ports {clk}]

set non_clock_inputs [all_inputs -no_clocks]
set_input_delay [expr $clk_period * $clk_io_pct] -clock clk0 $non_clock_inputs
set_output_delay [expr $clk_period * $clk_io_pct] -clock clk0 [all_outputs]
### design/flow/design.v
module output_interface (
    input clk,
    input rst,
    input [52:0] cell_in,
    input valid_in,
    output reg [7:0] data_out,       
    output reg valid_out
);
    reg [52:0] buffer;
    reg [5:0] byte_count;
    always @(posedge clk or posedge rst) begin
        if (rst) begin
            byte_count <= 0;
            valid_out <= 0;
        end else if (valid_in) begin
            buffer <= cell_in;
            byte_count <= 0;
            valid_out <= 1;
        end else if (valid_out) begin
            data_out <= buffer[52 - (byte_count * 8) -: 8];
            byte_count <= byte_count + 1;
            if (byte_count == 52) valid_out <= 0;
        end
    end
endmodule
==> results_dict.tcl <==
# place-and-route summary
set metrics [dict create \
    timing.critical_path.fanout_max 27 \
    switching_share_pct 21.9 \
    rsz0062_at_grt "false" \
    clock_tree.buffer_depth 2 \
    synth_flop_count 68 \
    syn_avg_cell_area_um2 15.7 \
    final.fill_count 763 \
    async_reset_ff_share_pct 10.3 \
    worst_setup_path_end_kind "flop" \
    antenna_left 0 \
    timing.hold.worst.class "in -> async" \
    critical_path_buf_inv_count 0 \
    synth.top_cells.by_count "61 x sky130_fd_sc_hd__edfxtp_1, 12 x sky130_fd_sc_hd__mux2i_1, 12 x sky130_fd_sc_hd__nand2_1" \
    yosys_warnings 1 \
    outcome "complete, but fails checks" \
    share_of_cells_above_drive_strength_1_pct 9.96 \
    cts_hold_buf 0 \
    path_depth 5 \
    worst_slew_pin_slew_ns 0.774 \
    worstPathArrival_ns 2.51 \
    post_cts_resized 0 \
    clkSlewWorstSetupHoldPaths_ns 0.07 \
    finalSetupViolCount 0 \
    setup.worst_path.class "reg -> reg" \
    port_buffers 64 \
    via_per_inst 4.58 \
    initial_antenna_violation_count 0 \
    root_buffer "sky130_fd_sc_hd__clkbuf_8" \
    ff2ff_setup_slack_ns 0.35 \
    power.leakage_nw 1.32 \
    grtUsageTotal_pct 12.0 \
    fin_setup_tns_ns 0 \
    ff2ff_path_depth 5 \
    floorplan.core_util_pct 31.2 \
    warnings 26 \
    worst-endpoint-required_ns 2.85 \
    flip_flops_with_a_built_in_enable 61 \
    worst_path_dominant_cell_family "XOR/XNOR gates" \
    maxSlewHeadroom_pct 48.4 \
    die_height_um 97.7 \
    total_power_w 0.00247 \
    ff_type "sky130_fd_sc_hd__edfxtp_1" \
    share_comb_of_total_power_pct 13.0 \
    ir_drop_mv 0.398 \
    finalWorstPathRequiredPeriod_ns 2.35 \
    wirelength_um 5340 \
    post_synth_main_area_contributors "sky130_fd_sc_hd__edfxtp_1 67%, sky130_fd_sc_hd__dfrtp_1 6.4%, sky130_fd_sc_hd__mux2i_1 4.4%" \
    power_frac_clock_pct 35.8 \
    std_cell_rows 34 \
    grt.overflow.total 0 \
    clock-sinks 68 \
    switching_power_w 0.000542 \
    post_cts_setup_buffers 0 \
    ys_seq_share_pct 73.0 \
    cp_cell_sequence "ha_1, xnor2_4, o221ai_1, o21a_1, a2111oi_2" \
    finClkSkew_ns 0.00692 \
    finalHoldViolCount 0 \
    cts_tree "done" \
    grt_start_max_net_pins 54 \
    max_freq_ghz 0.425 \
    slew_viol_final 0 \
    critical_path.reg2reg.startpoint "byte_count[0]" \
    synth.largest_area_cell "sky130_fd_sc_hd__edfxtp_1" \
    dr_total_vias 1646 \
    area_growth_pct 35.8 \
    r2r_end "data_out[0]" \
    critical_path.max_stage_delay_ns 0.66 \
    dp_cells 343 \
    synth-area-yosys_um2 2750 \
    cellInternalPower_w 0.00193 \
    final.hold.worst_slack_ns 0.557 \
    via_count_of_the_first_global_routing_pass 1651 \
    floorplan.core_area_um2 8810 \
    final.period_utilization_pct 87.2 \
    critical-path-slowest-cell "sky130_fd_sc_hd__xnor2_4" \
    post_drt_wl_per_cell_um 14.9 \
    dp_hpwl_um 3650 \
    finalWorstSetupSlack_ns 0.347 \
    worst_slack_at_placement_ns 0.389 \
    post-route-drc-count 3 \
    power_frac_seq_pct 51.2 \
    failed_checks "design-rule violations" \
    netlist.area_leader.share_pct 66.6 \
    p_per_area_nw_per_um2 661 \
    yosys_cells 175 \
    place_congestion 0.781 \
    cts_inserted_buffers 9 \
    crit_start "byte_count[0]" \
    firstDrtPassIters 45 \
    detailedRoute.firstIterationViolations 104 \
    boundaryPins 65 \
    top_cell "sky130_fd_sc_hd__edfxtp_1" \
    cp-start-kind "flop" \
    die_w_um 97.7 \
    clock_latency_late_sink_ns 0.34 \
    clock_tree.htree_level_count 3 \
    max_cap_viol_count 0 \
    final-instance-count-excl-fill 359 \
    post_synth_inst_count 175 \
    chip_area_um2 9550 \
    route.antenna.diode_count 0 \
    syn_area_um2 2750 \
    grt_pass1_wl_um 8460 \
    post_synth_num_cell_types 37 \
]
==> through the flow <==
stage	util [%]	instance area (um2)
floorplan	-	2750
global placement	40.0	3530
detailed placement	40.0	3530
CTS	42.4	3730
global route	42.4	3730
finish	42.4	3730
==> kinds of logic (layout without fill, tap and decap cells) <==
family          count (synthesis)  in the layout  share of synthesized area, %
compound gates                 36             36                          9.42
xor+xnor                        6              6                          2.87
fa+ha+maj                       2              2                         0.910
buf+inv                        13             89                          2.59
flops                          68             68                          73.0
mux                            13             13                          4.78
simple gates                   37             37                          6.42
==> flip-flops by register name, indices dropped and copies added, names as in the netlist <==
name and flops:
buffer 53, data_out 8, byte_count 6, valid_out 1
==> worst max-delay path by stage <==
stage                 end  slack [ns]
CTS           data_out[0]        0.33
global route  data_out[6]        0.20
finish        data_out[0]        0.35
==> layout by cell type (no fill, tap or decap), types with 4 or more instances in the layout <==
master and count:
sky130_fd_sc_hd__a21oi_1 7, sky130_fd_sc_hd__a31oi_1 5, sky130_fd_sc_hd__a32o_1 5, sky130_fd_sc_hd__buf_4 4, sky130_fd_sc_hd__clkbuf_8 9, sky130_fd_sc_hd__clkdlybuf4s50_1 64, sky130_fd_sc_hd__dfrtp_1 7, sky130_fd_sc_hd__edfxtp_1 61
sky130_fd_sc_hd__inv_1 4, sky130_fd_sc_hd__mux2i_1 12, sky130_fd_sc_hd__nand2_1 12, sky130_fd_sc_hd__nor2_1 8, sky130_fd_sc_hd__nor3_1 5, sky130_fd_sc_hd__o21ai_0 4
==> per-layer routing <==
metal  up-vias  share of wire (%)  global-route usage (%)
li1        818                  -                       -
met1       759                 49                    21.1
met2        58                 41                    15.0
met3        11                8.6                    4.76
met4         0                1.9                    1.98
met5         -                  0                       0
==> area by class of cell <==
type | instances | area [um2] | share of cell area, %
flip-flops and latches | 68 | 2010 | 53.8
multi-input cells | 94 | 678 | 18.2
inverters | 4 | 15.0 | 0.402
clock inverters | 5 | 76.3 | 2.04
well taps | 108 | 135 | 3.62
repair buffers | 69 | 691 | 18.5
clock buffers | 11 | 131 | 3.52
==> power groups by stage <==
stage | clock network [W] | logic, W | registers [W]
finish | 0.000883 | 0.000321 | 0.00126
global route | 0.000943 | 0.000351 | 0.00127
CTS | 0.000905 | 0.000326 | 0.00127
==> worst register-to-register path: stages (launching register included) <==
cell and delay [ns]:
sky130_fd_sc_hd__dfrtp_1 0.48, sky130_fd_sc_hd__ha_1 0.38, sky130_fd_sc_hd__xnor2_4 0.66, sky130_fd_sc_hd__o221ai_1 0.27
sky130_fd_sc_hd__o21a_1 0.17, sky130_fd_sc_hd__a2111oi_2 0.19
Power and IR drop assume default switching activity.
